$ cat /design/flow/config.mk
export PLATFORM = sky130hd
export DESIGN_NAME = wb_bram
export DESIGN_NICKNAME = wb_bram
export VERILOG_FILES = /design/flow/design.v
export SDC_FILE = /design/flow/constraint.sdc
export NUM_CORES = 4
export LEC_CHECK = 1
export CORE_UTILIZATION = 40
export SYNTH_MEMORY_MAX_BITS = 65536
$ cat /design/flow/constraint.sdc
current_design wb_bram

set clk_period 91.9
set clk_io_pct 0.2

create_clock -name clk0 -period $clk_period [get_ports {clk_i}]

set non_clock_inputs [all_inputs -no_clocks]
set_input_delay [expr $clk_period * $clk_io_pct] -clock clk0 $non_clock_inputs
set_output_delay [expr $clk_period * $clk_io_pct] -clock clk0 [all_outputs]
$ cat /design/flow/design.v
module wb_bram #(
	parameter mem_file_name = "none",
	parameter adr_width = 11
) (
	input             clk_i, 
	input             rst_i,
	input             wb_stb_i,
	input             wb_cyc_i,
	input             wb_we_i,
	output            wb_ack_o,
	input      [31:0] wb_adr_i,
	output reg [31:0] wb_dat_o,
	input      [31:0] wb_dat_i,
	input      [ 3:0] wb_sel_i
);
parameter word_width = adr_width - 2;
parameter word_depth = (1 << word_width);
reg            [31:0] ram [0:word_depth-1];     
reg                   ack;
wire [word_width-1:0] adr;
assign adr        = wb_adr_i[adr_width-1:2];       
assign wb_ack_o   = wb_stb_i & ack;
always @(posedge clk_i)
begin
	if (wb_stb_i && wb_cyc_i) 
	begin
		if (wb_we_i) 
			ram[ adr ] <= wb_dat_i;
		wb_dat_o <= ram[ adr ];
		ack <= ~ack;
	end else
		ack <= 0;
end
initial 
begin
	if (mem_file_name != "none")
	begin
		$readmemh(mem_file_name, ram);
	end
end
endmodule
$ cat /design/flow/run.sh
#!/bin/bash
# OpenROAD 26Q1-2900-gdf79404cd8, Yosys 0.63+post, stock flow scripts
make -C /OpenROAD-flow-scripts/flow DESIGN_CONFIG=/design/flow/config.mk WORK_HOME=/design/flow/orfs finish
==> summary.txt <==
run results: TritonCTS clock tree built, warnings from Yosys 1, CP Launch Type input port, Core Region 1560000 sq um, Reg area 493000 sq um, Hold/Removal Path Class flop to flop, # IOs 106, clock period minus final worst setup slack 37.81 ns, Worst R2R End wb_dat_o[24], first-pass GRT wire length 2780000 microns, biggest area cells edfxtp_1, mux4_2, mux2i_1, status finished, violations left, worst path arrival time 19.43 ns, total power draw 15500 uW, Log Warnings 76, vias per inst 5.93, Yosys cell types 83, Antenna Nets Post-Route 0, RSZ-0062 raised after global routing false, Post-synth top flop edfxtp_1, Post-synth EDFFs 16416, Worst-path clk slew 0.06 ns, most numerous cell in the Yosys netlist edfxtp_1, die width 1250 microns, ys flops 16417, Via Count 314397, HP Start ack, Sink Count 16417, # hold bufs at CTS 0, DR WL/cell 38.9 microns, Logic cell area 129000 sq um, yosys simple share 0.0160, Final Wtd Congestion 1.00, clock latency (worst-skew pair) 1.38 ns, CTS buffer count 1670, Residual DRC 0, clk root buf clkbuf_16, # Cells Yosys 28232, Pins Over Slew Limit 4, largest net degree at the start of global routing 132, Register-to-Register Path Depth 6, worst hold path depth 1, Syn Std Cell Area 624000 sq um, Core Util, Final 0.461, initial antenna violation count 260, Power Density 21.6 nW/um^2, share of post-route cells with drive strength above 1 0.269, hpwl dp 1290000 microns, Final Hold Fails 0, Area leader share 0.790, FILL cells 124563, post-CTS setup buffers 0, Final TNS setup 0 ns, Post-Synth AOI/OAI Area 0.0324, worst slew pin tran 1.50 ns, synthesis-to-layout area growth 14.9%, CP Capture Type output port, die area 1570000 sq um, Adder Area Share 0, failing checks max-capacitance violations, max-slew violations, WL final 2060000 microns, aggregate global routing overflow 0, worst reg2reg startpoint ram[50][24], Global Route Usage Sum 0.289, R2R setup slack 86.88 ns, CP Class input port to output port, CTS HTree Levels 7, PortBufs 77, die height 1250 microns, clk buf depth 6, Leak 0.224 uW, cell type with the largest total area edfxtp_1, num rows 458, Final setup viols 0, Max VDD drop 0.0184 mV, CP Launch Point wb_stb_i, period utilisation layout 0.411, Fmax 26.4 MHz, drt first pass iters 8, number of global-route vias before repair 338041, Post-synth mux share 0.149, FP Util 0.401, yosys stat chip area 624000 sq um, Starting DRT DRC Count 24401, most common library cells after synthesis edfxtp_1, mux4_2, mux2i_1, Main logic family multiplexers, CP Data Required Time 73.52 ns, Clock Skew 0.112 ns, Worst slew margin -0.0103, Resized Gates After CTS 0, Max Cap Violations 2, Seq/Total Area, Yosys 0.790, Hold EP ack, xor/xnor share 0, Async SR Flop Fraction 0, Avg Inst Size Synth 22.1 sq um, Post-Synthesis Cells 28232, CP Max Fanout 2
[through the flow]
step                area, sq um  worst slack (ns)  hold slack (ns)  instances
floorplan                624000             55.04            0.384      28232
global placement         664000             54.05            0.420      49354
detailed placement       664000             54.10            0.406      49354
CTS                      716000             54.08            0.420      52294
global route             717000             54.04            0.436      52840
finish                   718000             54.09            0.423      53016
[power breakdown]
part / leakage (uW) / internal (uW) / switching [uW] / total (uW)
clock: 0.0254 / 3770 / 2780 / 6540
combinational: 0.0508 / 217 / 508 / 725
sequential: 0.147 / 8240 / 4.08 / 8250
total: 0.224 / 12200 / 3290 / 15500
[how the worst max path moves through the flow]
stage	end	depth (start not counted)
after CTS	wb_ack_o	3
after global routing	wb_ack_o	3
final	wb_ack_o	3
[flip-flops by register name (all words and copies together) (netlist names)]
name / cells
wb_dat_o: 32
ack: 1
ram: 16384
[final cells by class]
class,count,area share
timing repair buffer,2076,0.0229
clock inverter,929,0.0116
multi-input combinational,10159,0.179
inverter,3,0.0000366
tap,20700,0.0361
sequential,16417,0.687
clock buffer,2011,0.0606
antenna,721,0.00251
[per-layer routing]
layer  share of wire  vias up  track usage  routed length [microns]
li1                -   125434            -                        -
met1            0.26   157058        0.265                   526000
met2            0.43    26883        0.376                   878000
met3            0.24     4648        0.308                   500000
met4           0.066      374        0.144                   136000
met5          0.0097        -        0.130                    20000
[critical path: stages]
cell	delay [ns]
clkdlybuf4s50_1	0.47
and2_1	0.13
clkdlybuf4s50_1	0.45
[kinds of logic after synthesis]
logic type / count (synthesis)
AND-OR/OR-AND: 2889
buffers and inverters: 1656
flip-flops: 16417
multiplexers: 5170
AND/OR/NAND/NOR: 2100
[cells in the final DEF, fill, tap and decap left out, types with 390 or more instances in the layout]
master     Yosys  layout
o22ai_1      509     509
edfxtp_1   16416   16416
a22oi_1      775     775
a21oi_1      406     390
buf_4        173    1962
mux4_2      3271    3271
diode_2        0     721
clkbuf_16      0    1691
mux2i_1     1748    1738
nand2_1      566     512
nor2_4         0     523
Power and IR drop assume default switching activity.
